[flow/config.mk]
export PLATFORM = sky130hd
export DESIGN_NAME = ALU32
export DESIGN_NICKNAME = ALU32
export VERILOG_FILES = /design/flow/design.v
export SDC_FILE = /design/flow/constraint.sdc
export NUM_CORES = 4
export LEC_CHECK = 1
export CORE_UTILIZATION = 30
[flow/constraint.sdc]
current_design ALU32

set clk_period 18.9
set clk_io_pct 0.2

create_clock -name clk0 -period $clk_period

set non_clock_inputs [all_inputs -no_clocks]
set_input_delay [expr $clk_period * $clk_io_pct] -clock clk0 $non_clock_inputs
set_output_delay [expr $clk_period * $clk_io_pct] -clock clk0 [all_outputs]
[flow/design.v]
`timescale 1ns / 1ps
module ALU32 (
    input  [31:0] a,
    input  [31:0] b,
    input  [3:0]  alu_ctrl,
    output reg [31:0] result,
    output        zero,
    output reg    overflow
);
    localparam ALU_ADD       = 3'b000;
    localparam ALU_SUB       = 3'b001;
    localparam ALU_AND       = 3'b010;
    localparam ALU_OR        = 3'b011;
    localparam ALU_XNOR      = 3'b100;
    localparam ALU_CMP       = 3'b101;
    localparam ALU_SHIFT     = 3'b110;
    localparam ALU_SHIFT_CMP = 3'b111;
    always @(*) begin
        overflow = 1'b0;
        case (alu_ctrl[3:1])
            ALU_ADD: begin
                result = a + b;
                overflow = ((a[31] == b[31]) && (result[31] != a[31]));
            end
            ALU_SUB: begin
                result = a - b;
                overflow = ((a[31] != b[31]) && (result[31] != a[31]));
            end
            ALU_AND:
                result = a & b;
            ALU_OR:
                result = a | b;
            ALU_XNOR:
                result = ~(a ^ b);
            ALU_CMP:
                result = (a == b) ? 32'd1 : 32'd0;
            ALU_SHIFT: begin
                if (alu_ctrl[0] == 1'b0)
                    result = a << b[4:0];
                else
                    result = a >> b[4:0];
            end
            ALU_SHIFT_CMP:
                result = (((alu_ctrl[0] == 1'b0) ? (a << b[4:0]) : (a >> b[4:0])) == b) ? 32'd1 : 32'd0;
            default:
                result = 32'd0;
        endcase
    end
    assign zero = (result == 32'd0);
endmodule
[flow/run.sh]
#!/bin/bash
# OpenROAD 26Q1-2900-gdf79404cd8, Yosys 0.63+post, stock flow scripts
make -C /OpenROAD-flow-scripts/flow DESIGN_CONFIG=/design/flow/config.mk WORK_HOME=/design/flow/orfs finish
==> run_results.csv <==
group,metric,value,unit
global_route,antenna_found_initial,1,
cts,cts_resized,0,
route,drc,0,
global_route,grt_max_degree,65,
setup_path,critPathTopFamily,"simple AND/OR/NAND/NOR gates",
global_route,gr-usage-all-layers,30.7,%
timing,setup_ws,5.82,ns
floorplan,fp.dieW,194,um
synth,yosys_warnings,1,
power,power.leakage,4.77,nW
synth,synth_cells,1542,
synth,yosysCellCount,1542,
cells_and_area,nClkBuffers,0,
worst_hold_path,hold_start,"alu_ctrl[1]",
synth,ys_types,94,
floorplan,initCoreUtil,30.4,%
setup_path,cpPeakStageDelay,0.86,ns
job,maxCapViolations,0,
placed_design,dp_hpwl,43900,um
setup_path,critPathKind,"in -> out",
power,total_power,0.404,mW
worst_hold_path,worst_hold_path_type,"in -> out",
route,initialDrtViolationCount,1780,
timing,finalSetupViolCount,0,
cells_and_area,register_area,0,um^2
cts,cts_hold_buffers,0,
power,seq_power_share,0,%
power,p_clk_share,0,%
power,swShare,60.9,%
route,vias,13200,
power,cellPowerDensity,32.6,nW/um^2
setup_path,cp.arrival,9.30,ns
setup_path,crit_required,15.12,ns
cells_and_area,synthToLayoutAreaGrowth,11.9,%
status,status,"finished clean",
synth,postSynthSeqShare,0,%
route,wl_per_cell,28.8,um
floorplan,die-area,37700,um^2
setup_path,cp_num_buf_inv,3,
setup_path,cp_cell_sequence,"clkdlybuf4s50_1, inv_1, ha_1, or4_4, or3_4, a21oi_2, nor3_2, a221o_1, a221o_1, nor4_1, or4b_1, a211oi_1, nand4_1, nor4_2, clkdlybuf4s50_1",
timing,max_freq,76.4,MHz
synth,yosysChipArea,11100,um^2
route,viasPerCell,6.58,
timing,fin_tns_setup,0,ns
timing,rsz0062_at_grt,"no",
timing,finalMaxSlewViolations,0,
timing,worst_pin_slew,0.958,ns
setup_path,crit_path_start_kind,"primary input",
floorplan,io_pins,102,
synth,avgSynthCellArea,7.19,um^2
timing,period_needed,13.08,ns
cells_and_area,final_cell_mix,"nand2_1, nor2_1, a21oi_1, inv_1, ha_1",
route,drt-total-wl,57900,um
synth,syn-cell-area,11100,um^2
route,drtAntennaViolNets,0,
setup_path,crit_fanout,14,
global_route,overflow,0,
cells_and_area,seq_cells,0,
floorplan,coreArea,36400,um^2
global_route,grt_pass1_wl,85100,um
setup_path,slowest_stage,"clkdlybuf4s50_1",
placed_design,port_buffers,102,
job,warning_count,97,
timing,max-slew-margin-rel,35.9,%
global_route,grt_pass1_vias,12300,
power,p_int,0.158,mW
cells_and_area,final_common_cell,"nand2_1",
timing,hold_violations,0,
timing,fin_crit_sh,69.2,%
floorplan,rows,70,
cts,postCtsSetupBuffers,0,
worst_hold_path,whs_path_depth,5,
setup_path,cp-end-kind,"output pin",
placed_design,place_ws,5.87,ns
route,dr.pass1.iters,8,
power,peakVddDrop,16.8,uV
power,p_comb_share,100.0,%
worst_hold_path,whs_endpoint,"result[8]",
power,power_switching,0.246,mW
placed_design,place_area,12400,um^2
floorplan,die.size.y,194,um
placed_design,place_congestion,1.04,
cells_and_area,final_cell_area,12400,um^2
cells_and_area,drive_above_1_share,12.5,%
route,antenna-diode-count,0,
-- cells by family after synthesis --
logic type	Yosys count	synth area share, %
AOI/OAI and AO/OA	489	31.0
buffers and inverters	258	9.48
muxes	156	22.2
adders and majority gates	99	11.3
xor gates and xnor gates	42	3.32
and+or+nand+nor	498	22.7
-- power groups by stage --
stage	Sequential (mW)	Combinational, mW	Clock [mW]
final	0	0.404	0
after global routing	0	0.427	0
after CTS	0	0.393	0
-- worst max path at each step --
| stage | depth (start not counted) | endpoint | startpoint | slack [ns] |
|---|---|---|---|---|
| CTS | 15 | zero | a[7] | 5.86 |
| global route | 15 | zero | a[8] | 5.53 |
| finish | 15 | zero | a[10] | 5.82 |
-- cells in the mapped netlist, types with 8 or more instances --
cell type,count,area share [%]
nor2_1,121,4.1
buf_2,21,0.95
mux2i_1,54,4.9
mux2_2,34,3.5
and3_1,12,0.68
nand4_1,17,0.96
a21o_1,14,0.95
ha_1,97,11
o2111ai_1,8,0.63
o21bai_1,14,0.95
o211ai_1,20,1.4
nand2b_1,31,1.8
a211o_1,9,0.71
o21ai_0,64,2.9
a221oi_1,13,1.0
nor2b_1,28,1.6
a221o_1,8,0.72
and2_1,8,0.45
nand2_1,123,4.2
buf_1,16,0.54
nor4_1,17,0.96
xnor2_1,41,3.2
mux4_2,68,14
nor3_1,26,1.2
a22oi_1,14,0.95
buf_4,9,0.61
o22ai_1,30,1.7
inv_1,103,3.5
or3_1,11,0.62
a32oi_1,10,0.79
or4_1,8,0.54
nand3_1,53,2.4
o31ai_1,16,1.1
o221ai_1,19,1.5
a31oi_1,17,0.96
a211oi_1,35,2.4
clkbuf_1,102,3.5
a21oi_1,111,5.0
-- area by class of cell --
type	instances	area (um^2)
well taps	468	586
multi-input cells	1284	10000
fillers	3830	24000
repair buffers	152	1380
inverters	107	402
-- metrics by stage --
step           util (%)  hold slack [ns]  std cells
2_1_floorplan         -             7.89       1542
3_3_place_gp       34.0             8.66       2011
3_5_place_dp       34.0             8.64       2011
4_1_cts            34.0             8.65       2011
5_1_grt            34.0             8.69       2011
6_report           34.0             8.64       2011
-- metal layers --
metal,GRT usage (%),share of wire (%)
met3,8.19,11
met4,10.5,4.2
met5,1.28,0.11
met1,44.2,42
met2,44.4,42
Power and IR drop assume default switching activity.
